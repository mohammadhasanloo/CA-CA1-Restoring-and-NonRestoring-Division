### /design/flow/config.mk
export PLATFORM = sky130hd
export DESIGN_NAME = RestoringDivision
export DESIGN_NICKNAME = RestoringDivision
export VERILOG_FILES = /design/flow/design.v
export SDC_FILE = /design/flow/constraint.sdc
export NUM_CORES = 4
export LEC_CHECK = 1
export CORE_UTILIZATION = 30
### /design/flow/constraint.sdc
current_design RestoringDivision

set clk_period 3.9
set clk_io_pct 0.2

create_clock -name clk0 -period $clk_period [get_ports {clk}]

set non_clock_inputs [all_inputs -no_clocks]
set_input_delay [expr $clk_period * $clk_io_pct] -clock clk0 $non_clock_inputs
set_output_delay [expr $clk_period * $clk_io_pct] -clock clk0 [all_outputs]
### /design/flow/design.v
`timescale 1ns/1ns
module AdderSubtractor #(parameter n = 11) (A,B,SubtractFlag,Co,Sum);
	input [n-1:0] A,B;
	input SubtractFlag;
	output reg Co;
	output reg [n-1:0] Sum;
	always @(A or B or SubtractFlag) begin
		if (SubtractFlag == 1)
			{Co,Sum} = A+(~B)+1;
		else
			{Co,Sum} = A+B;
	end
endmodule
`timescale 1ns/1ns
module upcnt4(input [3:0] PI, input clk,rst,cntEn,ld,Ci,output reg[3:0] PO, output Co);
	always @(posedge clk, posedge rst) begin
		if(rst) 
			PO <= 4'b0;
		else begin
			if (ld)
				PO <= PI;
			else if(cntEn)
				PO <= Ci ? (PO + 1) : PO;
		end
	end
	assign Co = (cntEn) ? &{PO,Ci} : 1'b0;
endmodule
`timescale 1ns/1ns
module Controller(clk,rst,start,gotResult,Co,SignSum, SiR_Q, QCommand, ACommand, MCommand,subtractFlag,cntEn,ldCnt,Ci, done);
	input clk,rst,start,gotResult,Co,SignSum;
	output reg [1:0] QCommand,ACommand, MCommand;
	output reg subtractFlag;
	output reg cntEn,ldCnt,Ci, SiR_Q, done;
	reg [2:0] ps;
	reg [2:0] ns;
	parameter [2:0] Idle = 3'b000;
	parameter [2:0] Init = 3'b001;
	parameter [2:0] ShifLeft_AQ = 3'b010;
	parameter [2:0] CalculateA_M = 3'b011;
	parameter [2:0] PositiveA_M = 3'b100;
	parameter [2:0] NegativeA_M = 3'b101;
	parameter [2:0] Counter = 3'b110;
	parameter [2:0] Done = 3'b111;
	always @(posedge clk, posedge rst) begin
		if (rst)
			ps <= Idle;
		else
			ps <= ns;
	end
	always @(ps or start or Co or SignSum)
	begin
		case(ps)
			Idle: ns = start ? Init: Idle;
			Init: ns = ShifLeft_AQ;
			ShifLeft_AQ: ns = CalculateA_M;
			CalculateA_M: ns = SignSum ? NegativeA_M: PositiveA_M;
			NegativeA_M: ns = Counter;
			PositiveA_M: ns = Counter;
			Counter: ns = Co ? Done: ShifLeft_AQ;
			Done: ns = gotResult ? Idle : Done;
		endcase
	end
	always @(ps)
	begin
		QCommand = 2'b00;
		ACommand = 2'b00;
		MCommand = 2'b00;
		{subtractFlag,cntEn,ldCnt,Ci,SiR_Q,done} = 6'b000000;
		case (ps)
			Idle: done = 1'b1;
			Init: begin
				MCommand = 2'b11;
				QCommand = 2'b11;
				ldCnt = 1'b1;
			end
			ShifLeft_AQ: begin
				QCommand = 2'b10;
				ACommand = 2'b10;
			end
			CalculateA_M: subtractFlag = 1'b1;
			NegativeA_M: begin
				SiR_Q = 0;
				QCommand = 2'b01;
				subtractFlag = 1'b1;
			end
			PositiveA_M: begin
				SiR_Q = 1;
				QCommand = 2'b01;
				ACommand = 2'b11;
				subtractFlag = 1'b1;
			end
			Counter: begin
				{cntEn, Ci} = 2'b11;
				subtractFlag = 1'b1;
			end
			Done: begin
				{cntEn, Ci} = 2'b11;
				subtractFlag = 1'b1;
				done = 1'b1;
			end
		endcase
	end
endmodule
`timescale 1ns/1ns
module DataPath(clk,rst, QCommand, ACommand, MCommand,subtractFlag,cntEn,ldCnt,Ci,SiR_Q, dividend, divisor, out_Q, out_A, out_M,Co,SignSum);
	parameter n = 10;
	input clk,rst;
	input [1:0] QCommand,ACommand, MCommand;
	input subtractFlag;
	input cntEn,ldCnt,Ci,SiR_Q;
	input [n-1:0] dividend;
	input [4:0] divisor;
	output [9:0] out_Q;
	output [10:0] out_A;
	output [10:0] out_M;
	output Co;
	output SignSum;
	wire SoL_Q;
	wire SoL_A;
	wire [10:0] sum;
	assign SignSum = sum[10];
	ShiftReg #(.n(10)) sregQ (.clk(clk), .rst(rst),.PI(dividend),.SiR(SiR_Q),.m(QCommand),.SoL(SoL_Q), .PO(out_Q));
	ShiftReg #(.n(11)) sregA (.clk(clk), .rst(rst),.PI(sum),.SiR(SoL_Q),.m(ACommand),.SoL(SoL_A), .PO(out_A));
	wire SoL_M;
	ShiftReg #(.n(11)) sregM (.clk(clk), .rst(rst),.PI({6'b0,divisor}),.SiR(0),.m(MCommand),.SoL(SoL_M), .PO(out_M));
	wire Co2;
	AdderSubtractor #(.n(11)) adder_subtractor (.A(out_A),.B(out_M),.SubtractFlag(subtractFlag), 
					.Co(Co2), .Sum(sum));
	wire [3:0] count;
	upcnt4 M10C (.PI(4'b0110), .clk(clk), .rst(rst), .cntEn(cntEn), .ld(ldCnt), .Ci(Ci),.PO(count), .Co(Co));
endmodule
`timescale 1ns/1ns
module RestoringDivision(clk,rst,start,gotResult,dividend, divisor, Q, M, A, done, divByZero, ov);
	input clk,rst,start,gotResult;
	input [9:0] dividend;
	input [4:0] divisor;
	output [9:0] Q;
	output [10:0] A;
	output [10:0] M;
	output done;
	output divByZero,ov;
	assign divByZero = (divisor == 5'b0) ? 1 : 0;
	assign ov = (dividend[9:5] >= divisor) ? 1 : 0;
	wire [1:0] QCommand,ACommand, MCommand;
	wire subtractFlag;
	wire cntEn,ldCnt,Ci,SiR_Q,Co,SignSum;
	DataPath dp(clk,rst, QCommand, ACommand, MCommand,subtractFlag,cntEn,ldCnt,Ci,SiR_Q, dividend, divisor, Q, A, M,Co,SignSum);
	Controller cu(clk,rst,start,gotResult,Co,SignSum, SiR_Q, QCommand, ACommand, MCommand,subtractFlag,cntEn,ldCnt,Ci, done);
endmodule
`timescale 1ns/1ns
module ShiftReg #(parameter n = 11) (input [n-1:0] PI, input clk, rst, SiR, input [1:0] m, output SoL, output reg [n-1:0] PO);
	assign SoL = PO[n-1];
	always @(posedge clk, posedge rst) begin
		if(rst)
			PO <= 0;
		else
			case(m)
				2'b00 : PO <= PO;
				2'b01 : PO[0] <= SiR;
				2'b10 : PO <= {PO[n-2:0],SiR};
				2'b11 : PO <= PI;
			endcase
	end
endmodule
### /design/flow/run.sh
#!/bin/bash
# OpenROAD 26Q1-2900-gdf79404cd8, Yosys 0.63+post, stock flow scripts
make -C /OpenROAD-flow-scripts/flow DESIGN_CONFIG=/design/flow/config.mk WORK_HOME=/design/flow/orfs finish
==> out/results.tsv <==
metric	value	unit
run_status	completed	
antenna_violating_nets_post_route	0	
area_contributors_post_synth	sky130_fd_sc_hd__dfrtp_1 (38%), sky130_fd_sc_hd__ha_1 (12%), sky130_fd_sc_hd__mux2i_1 (5.5%)	
slew_viol_final	0	
power_density	774.5	nW/um^2
clock.latency.late_pin	290	ps
timing.clock.skew	2.601	ps
floorplan.io_pins	54	
yosys_warnings	6	
cell_internal_pwr	0.001480	W
cap_violations	0	
synth.avg_cell_area	9.439	um^2
synth_area_leader_cell	sky130_fd_sc_hd__dfrtp_1	
stage_log_warnings	34	
worst_ep_arrival_time	2680	ps
tritoncts	built	
htreeDepth	2	
post_cts_hold_buffer_count	0	
timing.max_slew.rel_slack	49.83	%
postLayoutSetupSlackWorst	439.6	ps
dr_total_vias	1999	
drt_first_iter_violations	48	
grt_pass1_wl	9.487	mm
critPathRequiredTime	3120	ps
timing_hold_violations_final	0	
placement_row_count	33	
number_of_global_route_vias_before_repair	1994	
enable_flop_cells	0	
yosys_area	2567	um^2
antenna-diode-count	0	
crit_path_cell_trace	clkdlybuf4s50_1 > inv_1 > ha_1 > nand2b_1 > a21o_1 > a21oi_1 > nor2b_1 > o21ai_0 > nand2b_1 > clkdlybuf4s50_1	
holdCritPathClass	reg -> reg	
ys_seq_elements	39	
worst_slew_pin_slew	750.7	ps
pwr-share-comb	58.7	%
crit_path_end_kind	output port	
dieArea	8932	um^2
pwr-share-clk	10.7	%
maximum_number_of_pins_on_one_net_before_global_route_repair	40	
synth_stat.cells	272	
number_of_clock_sinks	39	
period_minus_slack	3460	ps
switching_power_summed_over_all_nets	0.001038	W
achievable-frequency	289.0	MHz
cts_repair_resize_count	0	
ys_top_cells_by_count	sky130_fd_sc_hd__dfrtp_1 (39), sky130_fd_sc_hd__nand2_1 (31), sky130_fd_sc_hd__ha_1 (25)	
antenna_found_initial	0	
swShare	41.22	%
layout_area_growth_over_synthesis	26.61	%
detail_route.drc_violations	0	
worstSetupPathType	in -> out	
port-buffer-count	53	
grt_setup_unrepaired	false	
most_frequently_used_cell_type_in_the_post_synthesis_netlist	sky130_fd_sc_hd__dfrtp_1	
timing.critical_path.fanout_max	2	
max_stage_delay	480	ps
core_area	8258	um^2
flop_cell	sky130_fd_sc_hd__dfrtp_1	
clock_buffers_created_by_tritoncts	5	
initial_utilization	31.09	%
share_of_flip_flops_with_an_asynchronous_set_or_reset_after_synthesis	100.0	%
setup_viol	0	
power.leakage	1.431	nW
post_drt_wl_per_cell	12.77	um
period_used_share	88.73	%
final_core_util	39.36	%
global_route.overflow_total	0	
synth_largest_type_area_fraction	38.01	%
cts.path.max_buffers	2	
route.final.wire_length	5.441	mm
post_synth_seq_share	38.01	%
share_seq_of_total_power	30.6	%
clk_pin_slew	80	ps
cts_root_buf	sky130_fd_sc_hd__clkbuf_8	
post_synth_cell_types	45	
detail_route.first_pass.iterations	4	
critical_path_launch_point_type	input port	
place_hpwl	3.918	mm
netlist_instances	272	
finalSetupTns	0	ps
final_layout_size_suffix_gt1_share	6.231	%
routed_via_density	4.692	
place_congestion	0.8215	
die.size.y	94.51	um
post-cts-setup-buffer-count	0	
cp_slowest_cell	sky130_fd_sc_hd__clkdlybuf4s50_1	
preCtsSetupSlack	419.1	ps
die_width	94.51	um
gr-usage-all-layers	13.54	%
irDropWorstVdd	0.2927	mV
netlist_area	2567	um^2
==> sequential cells by signal (all words and copies together), names as in the netlist <==
register and cells:
cu.ps 3, dp.M10C.PO 4, dp.sregQ.PO 10, dp.sregM.PO 11, dp.sregA.PO 11
==> cell type report <==
| type | count | area [um^2] |
|---|---|---|
| Tap cell | 105 | 131.4 |
| Timing Repair Buffer | 55 | 545.5 |
| Clock buffer | 7 | 76.32 |
| Inverter | 20 | 75.07 |
| Multi-Input combinational cell | 199 | 1441 |
| Sequential cell | 39 | 975.9 |
| Fill cell | 832 | 5007 |
| Clock inverter | 1 | 5.005 |
==> worst paths after layout <==
| check | from | endpoint | slack (ps) | cells after the start |
|---|---|---|---|---|
| setup / recovery | dividend[5] | ov | 440 | 10 |
| hold reg to reg | dp.M10C.PO[3] | dp.M10C.PO[3] | 470 | 1 |
| min in group asynchronous | rst | dp.sregQ.PO[1] | 900 | 3 |
| max in group asynchronous | rst | dp.sregA.PO[8] | 2640 | 3 |
| setup reg to reg | dp.sregA.PO[0] | dp.sregA.PO[10] | 1690 | 9 |
| hold / removal | dp.M10C.PO[3] | dp.M10C.PO[3] | 470 | 1 |
==> cell families after synthesis <==
group / count (synthesis) / share of synthesized area [%]
simple gates: 79 / 15.21
fa+ha+maj: 27 / 13.74
compound gates: 61 / 14.82
xor+xnor: 10 / 3.412
flops: 39 / 38.01
mux: 22 / 8.967
buf+inv: 34 / 5.848
==> metal layers <==
| layer | GRT usage [%] | vias up | wire length [um] |
|---|---|---|---|
| li1 | - | 1020 | - |
| met1 | 20.31 | 932 | 2677 |
| met2 | 21.38 | 45 | 2457 |
| met3 | 3.023 | 2 | 285 |
| met4 | 0.8838 | 0 | 20 |
| met5 | 0 | - | 0 |
==> power groups by stage <==
stage	clock [W]	combinational (W)	sequential, W
global route	0.000302	0.00169	0.000807
finish	0.000270	0.00148	0.000769
CTS	0.000282	0.00151	0.000774
==> per-stage QoR <==
| stage | hold slack [ps] | std cells | area, um^2 | total power [W] |
|---|---|---|---|---|
| after global routing | 486.2 | 426 | 3251 | 0.002801 |
| final | 470.3 | 426 | 3251 | 0.002518 |
| after global placement | 453.2 | 418 | 3169 | 0.002252 |
| after CTS | 473.9 | 426 | 3251 | 0.002564 |
| after floorplan | 439.9 | 272 | 2567 | 0.001791 |
| after detailed placement | 463.3 | 418 | 3169 | 0.002278 |
==> layout by cell type (no fill, tap or decap), types with 2 or more instances in the layout <==
cell type,netlist,routed
sky130_fd_sc_hd__a21oi_1,14,14
sky130_fd_sc_hd__mux2i_1,14,14
sky130_fd_sc_hd__clkbuf_1,5,2
sky130_fd_sc_hd__xor2_1,7,7
sky130_fd_sc_hd__nand3_1,4,4
sky130_fd_sc_hd__o21ai_0,24,24
sky130_fd_sc_hd__nor4_1,2,2
sky130_fd_sc_hd__nor2b_1,6,6
sky130_fd_sc_hd__nand2b_1,8,8
sky130_fd_sc_hd__ha_1,25,25
sky130_fd_sc_hd__nor2_1,8,8
sky130_fd_sc_hd__a21o_1,2,2
sky130_fd_sc_hd__a211o_1,2,2
sky130_fd_sc_hd__mux2_2,8,8
sky130_fd_sc_hd__o211ai_1,2,2
sky130_fd_sc_hd__and3_1,3,3
sky130_fd_sc_hd__xnor2_1,3,3
sky130_fd_sc_hd__clkbuf_8,0,5
sky130_fd_sc_hd__o21ai_1,4,4
sky130_fd_sc_hd__nand2_1,31,31
sky130_fd_sc_hd__nor3_1,4,4
sky130_fd_sc_hd__dfrtp_1,39,39
sky130_fd_sc_hd__clkdlybuf4s50_1,0,53
sky130_fd_sc_hd__and2_1,8,8
sky130_fd_sc_hd__inv_1,20,20
sky130_fd_sc_hd__fa_1,2,2
sky130_fd_sc_hd__a31o_1,2,2
sky130_fd_sc_hd__buf_4,3,2
==> critical path: cells and delay by family <==
kind,cells,cell delay (ps)
buffers and inverters,3,930
AND-OR/OR-AND,3,440
adder cells (fa/ha/maj),1,270
AND/OR/NAND/NOR,3,260
Power figures rest on the tool's default switching activity, not on a simulated workload.
